[flow/config.mk]
export PLATFORM = sky130hd
export DESIGN_NAME = counter_clock_divider
export DESIGN_NICKNAME = counter_clock_divider
export VERILOG_FILES = /design/flow/design.v
export SDC_FILE = /design/flow/constraint.sdc
export NUM_CORES = 4
export LEC_CHECK = 1
export CORE_AREA = 10 10 109 109
export DIE_AREA = 0 0 119 119
[flow/constraint.sdc]
current_design counter_clock_divider

set clk_period 4.3
set clk_io_pct 0.2

create_clock -name clk0 -period $clk_period [get_ports {clk}]

set non_clock_inputs [all_inputs -no_clocks]
set_input_delay [expr $clk_period * $clk_io_pct] -clock clk0 $non_clock_inputs
set_output_delay [expr $clk_period * $clk_io_pct] -clock clk0 [all_outputs]
[flow/design.v]
module bcd_to_seven_segment_decoder (
        input wire [3:0] bcd,
        output reg [6:0] seven_segment
);
always @ (bcd)
begin
        case (bcd)
        4'd0: seven_segment = 7'b1000000;
        4'd1: seven_segment = 7'b1111001;
        4'd2: seven_segment = 7'b0100100;
        4'd3: seven_segment = 7'b0110000;
        4'd4: seven_segment = 7'b0011001;
        4'd5: seven_segment = 7'b0010010;
        4'd6: seven_segment = 7'b0000010;
        4'd7: seven_segment = 7'b1111000;
        4'd8: seven_segment = 7'b0000000;
        4'd9: seven_segment = 7'b0010000;
        default: seven_segment = 7'b1111111;
        endcase
end
endmodule
module clock_divider (
        input wire clk,
        input wire rst,
        output reg clk_div
);
localparam MAX_COUNT = 32'd25_000_000;
reg [31:0] counter;
always @(posedge clk or negedge rst)
begin
        if (!rst)
        begin
                counter <= 32'd0;
        end
        else if (counter == MAX_COUNT - 1)
        begin
                counter <= 32'd0;
        end
        else
        begin
                counter <= counter + 1;
        end
end
always @(posedge clk or negedge rst)
begin
        if (!rst)
        begin
                clk_div <= 32'b0;
        end
        else if (counter == MAX_COUNT - 1)
                clk_div <= ~clk_div;
        else
        begin
                clk_div <= clk_div;
        end
end
endmodule
module counter
#(
        parameter MAX_COUNT = 4'd9
) (
        input wire clk,
        input wire rst,
        output reg [3:0] count
);
always @(posedge clk or negedge rst)
begin
        if (!rst)
        begin
                count <= 4'd0;
        end
        else if (count == MAX_COUNT)
        begin
                count <= 4'd0;
        end
        else
        begin
                count <= count + 4'd1;
        end
end
endmodule
module counter_clock_divider (
        input wire clk,
        input wire rst,
        output wire [6:0] display
);
wire clk_div_wire;
wire [3:0] count_wire;
clock_divider CLOCK_DIVIDER (
        .clk(clk),
        .rst(rst),
        .clk_div(clk_div_wire)
);
counter COUNTER (
        .clk(clk_div_wire),
        .rst(rst),
        .count(count_wire)
);
bcd_to_seven_segment_decoder DECODER (
        .bcd(count_wire),
        .seven_segment(display)
);
endmodule
[flow/run.sh]
#!/bin/bash
# OpenROAD 26Q1-2900-gdf79404cd8, Yosys 0.63+post, stock flow scripts
make -C /OpenROAD-flow-scripts/flow DESIGN_CONFIG=/design/flow/config.mk WORK_HOME=/design/flow/orfs finish
==> out/metrics.csv <==
stage;metric;value;unit
outcome;status;finished clean;
timing;RSZ-0062 raised after global routing;no;
die;die area;14160;um2
routing;met1 WL;1.943;mm
timing;Rel. slew slack;48.67;%
clock_tree;PostCTS Resize Cnt;0;
logic_synthesis;flops out of synthesis;37;
logic_synthesis;synthesized area;1969;um2
layout;Area growth, synth to finish;17.66;%
routing;Post-Route WL;3.774;mm
logic_synthesis;Yosys cell types;35;
logic_synthesis;Warnings, synthesis;3;
pwr;PwrDens;265.6;nW/um2
critical_path;Reg-to-Reg End;CLOCK_DIVIDER.clk_div;
worst_hold_path;Hold Crit Class;register to register;
logic_synthesis;Avg Inst Size Synth;9.847;um2
timing;register pins left without a clock;4;
clock_tree;CTS Buffer Depth;2;
routing;# DRC;0;
critical_path;crit path buf inv count;0;
clock_tree;CTS Buf Count;5;
routing;first drt pass iteration count;4;
logic_synthesis;Commonest flop;dfrtp_1;
critical_path;CP max stage cell;nor3b_4;
critical_path;R2R Setup Slk;2.21;ns
routing;via count;1472;
critical_path;Setup crit start kind;register;
layout;most frequent cells in the layout;dfrtp_1, nor2_1, nand2_1, xnor2_1, nand3_1;
layout;final instance area;2317;um2
timing;Fin Setup TNS;0;ns
routing;drt first-iter violations;84;
layout;Reg area;925.9;um2
critical_path;CP endpoint kind;register;
timing;Pins Over Slew Limit;0;
critical_path;max incr delay on CP;0.68;ns
place;dpl cells;338;
routing;DR WL/cell;10.91;um
logic_synthesis;Yosys Instances;200;
timing;Worst-Margin Slew;0.7691;ns
clock_tree;Late-Pin Clk Latency;0.28;ns
place;GPL Wtd Cong;0.8412;
layout;Final Non-Filler Cells;346;
global_route;Total Routing Usage GR;5.333;%
critical_path;Worst path top cell family by delay;simple AND/OR/NAND/NOR gates;
logic_synthesis;Async SR Flop Fraction;100.0;%
clock_tree;setup bufs post-CTS;0;
logic_synthesis;EDFF count, synth;0;
die;Die W;119;um
routing;metal2 WL;1.596;mm
die;number of cell rows;36;
die;core footprint;9639;um2
clock_tree;htree depth;2;
place;post-DP HPWL;2.620;mm
timing;cycle use final;48.62;%
logic_synthesis;Cells after Synth;200;
place;IO buf count;8;
critical_path;CP required;4.43;ns
logic_synthesis;yosys stat chip area;1969;um2
global_route;GRT overflow;0;
die;die height;119;um
clock_tree;CTS tree;done;
critical_path;Setup crit start;CLOCK_DIVIDER.counter[6];
critical_path;reg2reg path depth;4;
logic_synthesis;Seq/Total Area, Yosys;47.01;%
routing;DR WL met3;187;um
clock_tree;Root Driver;clkbuf_8;
timing;Min Hold Slack;0.4795;ns
clock_tree;Worst-path clk slew;0.07;ns
worst_hold_path;Hold Path End;CLOCK_DIVIDER.counter[31];
layout;top logic cell by instance count in the layout;dfrtp_1;
layout;comb. cell area;1007;um2
place;Placed Area;2201;um2
pwr;Total Power;0.6155;mW
global_route;initial antenna violation count;0;
flow_run;OpenROAD warning count;29;
flow_run;max-cap viol count;0;
layout;number of fillers in the final layout;1046;
worst_hold_path;HP Start;CLOCK_DIVIDER.counter[31];
die;Core Util at FP;20.43;%
die;Ports;9;
critical_path;critical-path cell list;or4_1, nor3_1, nor3b_4, xor2_1;
pwr;peak supply drop;0.1563;mV
timing;Finish-stage setup viols;0;
timing;Setup Skew;0.008315;ns
critical_path;Max Fanout on Critical Path;17;
routing;max layer used;met4;
global_route;vias in the first global route;1394;
pwr;leakage;0.9806;nW
timing;fmax;478.3;MHz
timing;endpoints left unconstrained;11;
critical_path;Critical Path AT;2.22;ns
global_route;largest net degree at the start of global routing;38;
critical_path;Crit Path Class;register to register;
worst_hold_path;WHS Path Cells;1;
timing;Final min period;2.091;ns
critical_path;RR Startpoint;CLOCK_DIVIDER.counter[6];
routing;vias per cell;4.254;
clock_tree;hold buffer count at CTS;0;
timing;final hold violation count;0;
layout;share of cells above drive strength 1;9.859;%
routing;Post-DRT Antenna Nets;0;
routing;Antenna Cells;0;
global_route;first-pass GRT wire length;6.582;mm
-- worst max-delay path by stage --
stage	endpoint	slack, ns	cells past startpoint
final	CLOCK_DIVIDER.clk_div	2.21	4
after CTS	CLOCK_DIVIDER.clk_div	2.23	4
after global routing	CLOCK_DIVIDER.clk_div	2.01	4
-- registers in the layout, indices dropped and copies added (netlist names) --
name / flops
CLOCK_DIVIDER.clk_div: 1
CLOCK_DIVIDER.counter: 32
COUNTER.count: 4
-- kinds of logic (layout without fill, tap and decap cells) --
| group | count (synthesis) | after routing | share of synthesized area (%) |
|---|---|---|---|
| flip-flops | 37 | 37 | 47.01 |
| AND/OR/NAND/NOR | 98 | 98 | 28.84 |
| AND-OR/OR-AND | 23 | 23 | 6.417 |
| multiplexers | 1 | 1 | 0.5083 |
| adder cells (fa/ha/maj) | 6 | 6 | 3.812 |
| buffers and inverters | 9 | 22 | 1.843 |
| XOR/XNOR | 26 | 26 | 11.56 |
-- worst reg2reg max path, stage by stage (launching register included) --
cell	delay, ns
dfrtp_1	0.44
or4_1	0.53
nor3_1	0.14
nor3b_4	0.68
xor2_1	0.14
-- power by group --
| part | switching, mW | internal, mW | total (mW) |
|---|---|---|---|
| combinational | 0.00643 | 0.000922 | 0.00735 |
| sequential | 0 | 0.310 | 0.310 |
| clock | 0.109 | 0.189 | 0.298 |
-- cell usage after synthesis, types with 2 or more instances --
cell,n,area [um2]
dfrtp_1,37,925.9
nor2_1,21,78.83
nand2_1,17,63.81
xnor2_1,17,148.9
nand3_1,15,75.07
nand4_1,13,81.33
o21ai_0,10,50.05
a21oi_1,9,45.04
xor2_1,9,78.83
ha_1,6,75.07
inv_1,5,18.77
nor4_1,5,31.28
nor3_1,4,20.02
or3_1,3,18.77
a31o_2,2,17.52
and3_1,2,12.51
buf_2,2,10.01
clkbuf_1,2,7.510
nand4_2,2,25.02
nor2b_1,2,12.51
or3b_1,2,17.52
or4_4,2,22.52
-- stage by stage --
| step | worst slack (ns) | utilization, % |
|---|---|---|
| 3_3_place_gp | 2.264 | 22.83 |
| 4_1_cts | 2.229 | 24.04 |
| 5_1_grt | 2.007 | 24.04 |
| 2_1_floorplan | 2.510 | - |
| 6_report | 2.209 | 24.04 |
| 3_5_place_dp | 2.252 | 22.83 |
-- cell type report --
type | count | area share [%]
Clock buffer | 7 | 3.726
Clock inverter | 1 | 1.296
Multi-Input combinational cell | 154 | 43.47
Timing Repair Buffer | 9 | 3.564
Inverter | 5 | 0.8099
Sequential cell | 37 | 39.96
Tap cell | 133 | 7.181
-- per-layer routing --
| metal | global-route usage [%] | vias up |
|---|---|---|
| met5 | 0 | - |
| li1 | - | 735 |
| met1 | 8.013 | 702 |
| met2 | 7.538 | 29 |
| met4 | 0.7634 | 0 |
| met3 | 1.631 | 6 |
Power is estimated from default activity; no workload was simulated.
