--- design/flow/config.mk ---
export PLATFORM = sky130hd
export DESIGN_NAME = four_seven_segment
export DESIGN_NICKNAME = four_seven_segment
export VERILOG_FILES = /design/flow/design.v
export SDC_FILE = /design/flow/constraint.sdc
export NUM_CORES = 4
export LEC_CHECK = 1
export CORE_AREA = 10 10 94 94
export DIE_AREA = 0 0 104 104
--- design/flow/constraint.sdc ---
current_design four_seven_segment

set clk_period 8.4
set clk_io_pct 0.2

create_clock -name clk0 -period $clk_period

set non_clock_inputs [all_inputs -no_clocks]
set_input_delay [expr $clk_period * $clk_io_pct] -clock clk0 $non_clock_inputs
set_output_delay [expr $clk_period * $clk_io_pct] -clock clk0 [all_outputs]
--- design/flow/design.v ---
module bcd_to_seven_segment_decoder (
        input wire [3:0] bcd,
        output reg [6:0] seven_segment
);
always @ (bcd)
begin
        case (bcd)
        4'd0: seven_segment = 7'b1000000;
        4'd1: seven_segment = 7'b1111001;
        4'd2: seven_segment = 7'b0100100;
        4'd3: seven_segment = 7'b0110000;
        4'd4: seven_segment = 7'b0011001;
        4'd5: seven_segment = 7'b0010010;
        4'd6: seven_segment = 7'b0000010;
        4'd7: seven_segment = 7'b1111000;
        4'd8: seven_segment = 7'b0000000;
        4'd9: seven_segment = 7'b0010000;
        default: seven_segment = 7'b1111111;
        endcase
end
endmodule
module four_seven_segment (
        input wire [9:0] bcd,
        output wire [6:0] u_segment,
        output wire [6:0] d_segment,
        output wire [6:0] h_segment,
        output wire [6:0] t_segment
);
wire [3:0] u_from_bcd = bcd % 14'd10;
wire [3:0] d_from_bcd = (bcd % 14'd100) / 14'd10;
wire [3:0] h_from_bcd = (bcd % 14'd1000) / 14'd100;
wire [3:0] t_from_bcd = (bcd % 14'd10000) / 14'd1000;
bcd_to_seven_segment_decoder UNIT (
        .bcd(u_from_bcd),
        .seven_segment(u_segment)
);
bcd_to_seven_segment_decoder TEN (
        .bcd(d_from_bcd),
        .seven_segment(d_segment)
);
bcd_to_seven_segment_decoder HUNDRED (
        .bcd(h_from_bcd),
        .seven_segment(h_segment)
);
bcd_to_seven_segment_decoder THOUSAND (
        .bcd(t_from_bcd),
        .seven_segment(t_segment)
);
endmodule
--- design/flow/run.sh ---
#!/bin/bash
# OpenROAD 26Q1-2900-gdf79404cd8, Yosys 0.63+post, stock flow scripts
make -C /OpenROAD-flow-scripts/flow DESIGN_CONFIG=/design/flow/config.mk WORK_HOME=/design/flow/orfs finish
==> ci_impl_report.md <==
## PnR job results

| Metric | Value |
|---|---|
| Cts hold-fix bufs | 0 |
| Synth unique cells | 94 |
| Layout Area Growth over Synthesis | 15.7% |
| FILL cells | between 700 and 800 |
| Worst IR drop on VDD | 0.0490 mV |
| Clock buffers | 0 |
| # Cells Yosys | around 360 |
| Post-DRT Antenna Nets | 0 |
| Share of cells above drive strength 1 | 17.5% |
| Die ar. | 10,800 µm² |
| FMAX | roughly 120 MHz |
| Pin count of the biggest net entering global routing | 23 |
| FF/Latch Area | 0 µm² |
| Fp_density | 37.2% |
| Period minus WS final | between 8000 and 9000 ps |
| Num sequential | 0 |
| Hpwl dp | about 5300 µm |
| Mean Syn Cell Area | 7.14 µm² |
| Synth area leaders | ha_1 7.9%, nand2_1 5.0%, nor2_1 4.1% |
| Crit path cell chain | clkdlybuf4s50_1 > inv_1 > o41ai_4 > o21ai_1 > o211ai_1 > a31oi_1 > a211o_1 > nand2b_4 > a32o_2 > o21a_4 > a2111oi_4 > o21ai_1 > ha_1 > o21ai_1 > a21oi_1 > clkdlybuf4s50_1 |
| First-pass GRT wire length | roughly 12,000 µm |
| Setup TNS | 0 ps |
| IO Pins | 38 |
| Initial DRT Pass Iterations | 4 |
| Synth Cell Area | ~2500 µm² |
| Yosys Chip Area | around 2500 µm² |
| Logic cell area | 2270 µm² |
| Critical path class | in -> out |
| Initial antenna violation count | 0 |
| Die height | 104 µm |
| I/O Buffers | 35 |
| Final wirelength | 6780 µm |
| Hold Slack | between 4000 and 5000 ps |
| Ys Warns | 1 |
| Cells after synthesis | approximately 360 |
| Max-Cap Viols | 0 |
| CP Capture Type | primary output |
| Slew Limit Fails | 0 |
| Cell mode on critical path | o21ai_1 |
| Routed WL per cell | 14.3 µm |
| Routability congestion estimate | around 0.92 |
| N_diodes | 0 |
| Area share, top type | under 10% |
| Static leakage | between 1 and 1.5 nW |
| Startpoint Class | primary input |
| HP Class | in -> out |
| Final Setup Violations | 0 |
| Worst path required time | around 6700 ps |
| Synth top cell by count | nand2_1 |
| OpenROAD warnings | 44 |
| Total GRT Usage | a little under an eighth |
| Row cnt | 30 |
| Post-layout period usage of the worst path | 95.5% |
| Max FO, Critical Path | 12 |
| Synth cell count leaders | 34 x nand2_1, 28 x nor2_1, 20 x a21oi_1, 16 x ha_1 |
| Max-slew headroom | 46.2% |
| DRT iter0 DRCs | 182 |
| Final hold vios | 0 |
| Critical-path top delay cell | clkdlybuf4s50_1 |
| Worst Setup EP | d_segment[3] |
| RSZ-0062 raised after global routing | no |
| Vias per cell | 5.78 |
| Crit path DAT | 6340 ps |
| GRT overflow | 0 |
| Status | finished clean |
| Post-synth top area cell | ha_1 |
| Chip Width | 104 µm |
| Worst-Margin Slew | 800 ps |
| Core Box Area | 6830 µm² |
| DRC Markers | 0 |
| Pwr dens | 125 nW/µm² |
| Crit path from | bcd[8] |
| Vias in the first global route | about 2,500 |
| CP peak stage delay | 750 ps |
| Via count | 2,734 |
| Sequential share of the synthesized area | 0% |
-- stage by stage --
| step | instance area [µm²] | worst slack [ps] | instances | power, mW | utilization (%) |
|---|---|---|---|---|---|
| final | 2940 | 380 | 473 | 0.368 | 43.1 |
| after floorplan | 2550 | 1870 | 357 | 0.245 | - |
| after detailed placement | 2920 | 253 | 473 | 0.368 | 42.7 |
| after CTS | 2920 | 249 | 473 | 0.370 | 42.7 |
| after global placement | 2920 | 266 | 473 | 0.367 | 42.7 |
| after global routing | 2940 | 18.3 | 473 | 0.410 | 43.1 |
-- worst min-delay path by stage --
| stage | from | slack [ps] | to | depth (start not counted) |
|---|---|---|---|---|
| CTS | bcd[0] | 4600 | u_segment[4] | 5 |
| global route | bcd[7] | 4610 | t_segment[3] | 5 |
| finish | bcd[6] | 4540 | t_segment[3] | 5 |
-- cell families (layout without fill, tap and decap cells) --
group / count (synthesis) / in the layout / share of synthesized area [%]
simple gates: 128 / 128 / 26.9
xor+xnor: 5 / 5 / 2.02
mux: 14 / 14 / 6.15
buf+inv: 49 / 69 / 11.5
other cells: 2 / 3 / 0.295
fa+ha+maj: 16 / 16 / 7.87
compound gates: 142 / 142 / 45.3
-- layout by cell type (no fill, tap or decap), drive strengths merged, types with 11 or more instances in the layout --
cell type,instances
nand2,34
clkdlybuf4s50,32
nor2,30
a21oi,27
o21ai,26
buf,17
ha,16
nand3,16
inv,16
mux2i,11
-- power by group --
part           switching, mW  internal (mW)  total (mW)
clock                      0              0           0
combinational          0.181          0.187       0.368
sequential                 0              0           0
total                  0.181          0.187       0.368
-- worst max-delay path, delay by kind of cell --
kind            cells  cell delay, ps
compound gates     11            2660
buf+inv             3            1500
fa+ha+maj           1             320
simple gates        1             180
-- final cells by class --
type | count | share of cell area, %
inverter | 17 | 2.17
timing repair buffer | 52 | 16.5
tap | 96 | 4.08
multi-input combinational | 308 | 77.3
-- per-layer routing --
metal	routed length, µm	share of wire, %	global-route usage (%)
met3	450	6.6	1.50
met1	3230	48	17.1
met4	38	0.56	0.696
met2	3060	45	19.4
met5	0	0	0
-- repair_timing --
action | in CTS | in global routing
resized | 0 | 7
setup buffers | 0 | 0
endpoints found under the setup margin | 0 | 6
Power and IR drop assume default switching activity.
