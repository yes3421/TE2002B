**design/flow/design.v**
```verilog
module bcd_to_seven_segment_decoder (
        input wire [3:0] bcd,
        output reg [6:0] seven_segment
);
always @ (bcd)
begin
        case (bcd)
        4'd0: seven_segment = 7'b1000000;
        4'd1: seven_segment = 7'b1111001;
        4'd2: seven_segment = 7'b0100100;
        4'd3: seven_segment = 7'b0110000;
        4'd4: seven_segment = 7'b0011001;
        4'd5: seven_segment = 7'b0010010;
        4'd6: seven_segment = 7'b0000010;
        4'd7: seven_segment = 7'b1111000;
        4'd8: seven_segment = 7'b0000000;
        4'd9: seven_segment = 7'b0010000;
        default: seven_segment = 7'b1111111;
        endcase
end
endmodule
module counter
#(
        parameter MAX_COUNT = 4'd9
) (
        input wire clk,
        input wire rst,
        output reg [3:0] count
);
always @(posedge clk or negedge rst)
begin
        if (!rst)
        begin
                count <= 4'd0;
        end
        else if (count == MAX_COUNT)
        begin
                count <= 4'd0;
        end
        else
        begin
                count <= count + 4'd1;
        end
end
endmodule
module counter_debouncer (
        input wire clk,
        input wire rst,
        input wire pb,
        output wire [6:0] display
);
wire pb_debounced_wire;
wire [3:0] count_wire;
debouncer DEBOUNCER (
        .clk(clk),
        .rst(rst),
        .pb(pb),
        .pb_debounced(pb_debounced_wire)
);
counter COUNTER (
        .clk(pb_debounced_wire),
        .rst(rst),
        .count(count_wire)
);
bcd_to_seven_segment_decoder DECODER (
        .bcd(count_wire),
        .seven_segment(display)
);
endmodule
module debouncer
#(
        parameter CLOCK_FREQ = 50_000_000,
        parameter STABLE_TIME = 10  
) (
        input wire clk,
        input wire rst,
        input wire pb,
        output wire pb_debounced
);
localparam COUNTER_MAX = (CLOCK_FREQ * STABLE_TIME) / 1000;
reg [1:0] ff_i;
reg ff_o;
reg [31:0] counter;
wire clear_counter;
wire counter_max;
always @(posedge clk or negedge rst)
begin
        if (!rst)
        begin
                ff_i <= 0;
        end
        else
        begin
                ff_i[1:0] <= {ff_i[0], pb};
        end
end
assign clear_counter = ^ff_i;
always @(posedge clk or negedge rst)
begin
        if (!rst)
        begin
                counter <= 0;
        end
        else if (clear_counter || counter_max)
        begin
                counter <= 0;
        end
        else
        begin
                counter <= counter + 1'b1;
        end
end
assign counter_max = (counter == COUNTER_MAX);
always @(posedge clk or negedge rst)
begin
        if (!rst)
        begin
                ff_o <= 0;
        end
        else if (counter_max)
        begin
                ff_o <= ff_i[1];
        end
end
assign pb_debounced = ff_o;
endmodule
```
**design/flow/config.mk**
```make
export PLATFORM = sky130hd
export DESIGN_NAME = counter_debouncer
export DESIGN_NICKNAME = counter_debouncer
export VERILOG_FILES = /design/flow/design.v
export SDC_FILE = /design/flow/constraint.sdc
export NUM_CORES = 4
export LEC_CHECK = 1
export CORE_UTILIZATION = 40
```
**design/flow/constraint.sdc**
```tcl
current_design counter_debouncer

set clk_period 4.0
set clk_io_pct 0.2

create_clock -name clk0 -period $clk_period [get_ports {clk}]

set non_clock_inputs [all_inputs -no_clocks]
set_input_delay [expr $clk_period * $clk_io_pct] -clock clk0 $non_clock_inputs
set_output_delay [expr $clk_period * $clk_io_pct] -clock clk0 [all_outputs]
```
**design/flow/run.sh**
```bash
#!/bin/bash
# OpenROAD 26Q1-2900-gdf79404cd8, Yosys 0.63+post, stock flow scripts
make -C /OpenROAD-flow-scripts/flow DESIGN_CONFIG=/design/flow/config.mk WORK_HOME=/design/flow/orfs finish
```
==> run summary <==
The synthesis and place-and-route flow finished, so here is a summary.

The run finished with clean final reports. In this run, the synthesized area fraction spent on xor and xnor cells is recorded as 5.24%. The post-detailed-routing wire length is 4.18 mm. Yosys instantiated no cell more often than sky130_fd_sc_hd__dfrtp_1. The actual transition at the worst max-transition pin came out at 0.487 ns. The element type at the critical path start is a flop. The number of max-cap violations is 0. The final critical-path required period is 2.07 ns. The synthesized instance count came out at 243. The overall die size recorded for this design is 5730 sq um.

The maximum clock path buffer count came out at 2. The residual overflow from global routing came out at 0. The synthesis run shows the most used standard cells to be 39 x sky130_fd_sc_hd__dfrtp_1, 21 x sky130_fd_sc_hd__nand2_1, 21 x sky130_fd_sc_hd__nor2_1, 20 x sky130_fd_sc_hd__a21oi_1, 17 x sky130_fd_sc_hd__o21ai_0.

The later pin in the worst-skew pair is clocked with a latency of 0.28 ns. The detailed-route via count is 1745. Sorting the synthesized cells by area gives the leading types as sky130_fd_sc_hd__dfrtp_1 45%, sky130_fd_sc_hd__a21oi_1 4.6%, sky130_fd_sc_hd__ha_1 4.0%.

The total design power is between 0.6 and 0.7 mW. Once the floorplan was initialized, standard cells occupied 42.0% of the core. According to the I/O placement log, the pin count is 10. The cell type that accounts for the most area after synthesis is sky130_fd_sc_hd__dfrtp_1. The floorplan core area came out at approximately 5200 sq um.

TritonCTS built the clock tree. Synthesis inferred 39 register bits. The tree is rooted in a sky130_fd_sc_hd__clkbuf_8.

Per the synth stats, the proportion of register bits with asynchronous set or reset is 100%. The ratio of cells with drive above 1 in the final layout is 5.22%. The headroom to the max-slew limit came out at 67.5%.

Relative to the synthesized area, the layout overhead comes to 9.96%. The number of standard cells in the layout, taps in and fillers out came out at approximately 320. The count of yosys warnings during synthesis came out at 3.

The count of endpoints without a timing constraint is 11. The OpenROAD report gives the critical path a data arrival time of 2.27 ns. The vias per cell is 5.47. Each instance of the synthesized netlist takes up on average 8.94 sq um.

The AND-OR/OR-AND share of the synthesized area came out at 12.3%. Checking hold timing, the worst path is listed with class reg -> reg. The DRC violation count after routing is 0. The maximum single-stage delay on the critical path came out at 0.59 ns. The proportion of synthesized chip area in sequential cells is 44.9%. The number of pins exceeding their max-slew limit in the final report is 0.

The largest driver fanout on the critical path came out at 11. The length of the first detailed-routing pass in iterations came out at 4. The critical path data required time is 4.21 ns.

The violation tally from detailed-route iteration zero came out at 98. The total area of multi-input combinational cells is between 1000 and 1500 sq um. The OpenROAD warning count came out at 30. The width of the die came out at 75.7 um. In this run the vertical extent of the chip is about 76 um.

The setup slack after placement is 1.97 ns. The repair_antennas step left the layout with diodes totalling 0. The half-perimeter wire length of the detailed placement result is 2.83 mm. The critical path's slowest stage uses the library cell sky130_fd_sc_hd__or4_1.

The number of placed instances, taps included, is 313. The cell-mix breakdown from Yosys lists the simple-gate area share as 27.1%. The aggregate negative setup slack came out at 0 ns. The clock slew at the register clock pins of the worst setup and hold paths is 0.07 ns. The global routing report lists combined usage of all routing layers as 16.9%.

The detail route stage leaves a number of antenna-violating nets equal to 0. Post-synth the commonest register cell is sky130_fd_sc_hd__dfrtp_1. The critical path in this run is classified as reg -> reg.

The worst clock skew on the final layout is roughly 0.0036 ns. The combined buffer and inverter count along the critical path is 0. The final-layout fill cell count is 486. In the final layout, flip-flops and latches occupy 976 sq um.

The chip area in the Yosys report came out at 2170 sq um. For this run, the final setup violation count is recorded as 0. The post-cts repair resize count is 0.

The post-cts hold-fix buffer tally came out at 0. Setup repair after global routing left no endpoint under its margin. The number of port buffers is 9.

The upper clock frequency limit came out at 484 MHz. The arithmetic-cell share of the synthesized area counting full adders, half adders and majority gates is 4.03%. The top cell type's share of synthesized area came out at roughly 45%. The ratio of final minimum period to clock period came out at 51.7%. The total cells reported by yosys after synthesis came out at between 200 and 250. The script computed a power per unit cell area of 267 nW/um^2. The category of cells accounting for the largest share of critical-path delay is simple AND/OR/NAND/NOR gates. The first global-routing pass estimated 7.17 mm of wire. The maximum VDD drop is around 0.00014 V. Counting endpoints that fail hold in the final report gives 0.

The largest net degree at the start of global routing is 40. The netlist area before placement came out at 2170 sq um. The number of rows in the core area came out at 26.

The synthesized design contains 0 enable-type register cells. The number of post-CTS setup repair buffers is 0. The CTS buffer count came out at 5. The leakage power came out at 0.915 nW. The number of global-route vias before repair is roughly 1500.

The count of unclocked register or latch pins came out at 4. Summing all multiplexer cells gives an area fraction of 1.90%. Among the non-sequential cells, simple AND/OR/NAND/NOR gates take the most area.

In this run, distinct cell masters in the synthesized netlist total 31. In this run the number of H-tree levels came out at 2. Dividing the detail-routed wire length by the instance count gives 13.1 um. The initial antenna violation count came out at 0. STA classifies the critical path endpoint as a flop. Listed in order, past its start point the critical path passes ha_1, and2_1, nand4_1, or4_1, a21oi_1.

Routability-driven placement finished with a final weighted congestion of 0.815. The smallest setup slack after layout is 1.93 ns.
## placed cells by master (no fill, tap or decap), types with 2 or more instances in the layout
| cell type | netlist | final |
|---|---|---|
| sky130_fd_sc_hd__nand4_1 | 12 | 12 |
| sky130_fd_sc_hd__or3_1 | 9 | 9 |
| sky130_fd_sc_hd__and4_1 | 3 | 3 |
| sky130_fd_sc_hd__xor2_1 | 5 | 5 |
| sky130_fd_sc_hd__nor2_1 | 21 | 21 |
| sky130_fd_sc_hd__or4_1 | 9 | 9 |
| sky130_fd_sc_hd__nor4b_1 | 4 | 4 |
| sky130_fd_sc_hd__and3_1 | 2 | 2 |
| sky130_fd_sc_hd__o211ai_1 | 2 | 2 |
| sky130_fd_sc_hd__buf_4 | 1 | 2 |
| sky130_fd_sc_hd__nand2_1 | 21 | 21 |
| sky130_fd_sc_hd__ha_1 | 7 | 7 |
| sky130_fd_sc_hd__a21oi_1 | 20 | 20 |
| sky130_fd_sc_hd__dfrtp_1 | 39 | 39 |
| sky130_fd_sc_hd__clkdlybuf4s50_1 | 0 | 8 |
| sky130_fd_sc_hd__o21ai_0 | 17 | 16 |
| sky130_fd_sc_hd__mux2i_1 | 3 | 3 |
| sky130_fd_sc_hd__nor3_1 | 3 | 3 |
| sky130_fd_sc_hd__nand3_1 | 10 | 10 |
| sky130_fd_sc_hd__xnor2_1 | 8 | 8 |
| sky130_fd_sc_hd__o31ai_1 | 8 | 8 |
| sky130_fd_sc_hd__clkbuf_8 | 0 | 5 |
| sky130_fd_sc_hd__inv_1 | 14 | 14 |
| sky130_fd_sc_hd__and2_1 | 4 | 4 |
| sky130_fd_sc_hd__nor4_1 | 5 | 5 |
## where the power goes
group	internal (mW)	switching, mW	total (mW)	leakage (nW)
Combinational	0.0131	0.0273	0.0404	0.345
Clock	0.116	0.114	0.230	0.0371
Sequential	0.360	0.00857	0.368	0.533
Total	0.489	0.150	0.639	0.915
## layout make-up
class	instances	area share [%]
clock buffers	6	3.04
repair buffers	11	4.19
multi-input cells	179	46.1
well taps	70	3.66
inverters	14	2.20
flip-flops and latches	39	40.8
## metal layers
metal	vias up	share of wire, %	track usage [%]
met5	-	0	0
met1	833	53	28.8
met3	8	2.5	2.95
met2	21	43	24.1
li1	883	-	-
met4	0	1.3	1.85
## flip-flops by register name, indices dropped and copies added (netlist names)
signal             flops
DEBOUNCER.counter     32
COUNTER.count          4
DEBOUNCER.ff_i         2
DEBOUNCER.ff_o         1
## metrics by stage
step | hold WS, ns | util (%) | cell area [sq um]
after floorplan | 0.373 | - | 2170
after global placement | 0.390 | 44.8 | 2320
after detailed placement | 0.399 | 44.8 | 2320
after CTS | 0.431 | 46.2 | 2390
after global routing | 0.439 | 46.2 | 2390
final | 0.427 | 46.2 | 2390
## worst paths after layout
check	startpoint	end	slack [ns]	cells past startpoint
max	DEBOUNCER.counter[0]	DEBOUNCER.counter[22]	1.93	5
min	DEBOUNCER.ff_i[0]	DEBOUNCER.ff_i[1]	0.43	0
max reg2reg	DEBOUNCER.counter[0]	DEBOUNCER.counter[22]	1.93	5
min reg2reg	DEBOUNCER.ff_i[0]	DEBOUNCER.ff_i[1]	0.43	0
max in group asynchronous	rst	DEBOUNCER.counter[3]	3.10	2
min in group asynchronous	rst	DEBOUNCER.counter[17]	0.57	2
## logic make-up (layout without fill, tap and decap cells)
kind of cell               count (synthesis)  count (layout)
xor gates and xnor gates                  13              13
buffers and inverters                     25              31
and+or+nand+nor                          107             107
adders and majority gates                  7               7
muxes                                      4               4
DFF                                       39              39
AOI/OAI and AO/OA                         48              48
No activity file was given, so power comes from the tool's default toggle rates.
